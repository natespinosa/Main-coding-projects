**run.sh**
```bash
#!/bin/bash
# OpenROAD 26Q1-2900-gdf79404cd8, Yosys 0.63+post, stock flow scripts
make -C /OpenROAD-flow-scripts/flow DESIGN_CONFIG=/design/flow/config.mk WORK_HOME=/design/flow/orfs finish
```
**design.v**
```verilog
module part2(
    input logic Clock,
    input logic Reset,
    input logic Go,
    input logic [7:0] DataIn,
    output logic [7:0] DataResult,
    output logic ResultValid
	);
    logic ld_a, ld_b, ld_c, ld_x;
    logic ld_alu_out;
    logic [1:0]alu_select_a, alu_select_b;
    logic alu_op;
    control C0(
        .clk(Clock),
        .reset(Reset),
        .go(Go),
        .ld_a(ld_a),
        .ld_b(ld_b),
		.ld_c(ld_c),
		.ld_x(ld_x),
        .ld_r(ld_r),
		.ld_alu_out(ld_alu_out),
        .alu_select_a(alu_select_a),
        .alu_select_b(alu_select_b),
        .alu_op(alu_op),
        .result_valid(ResultValid)
    );
    datapath D0(
        .clk(Clock),
        .reset(Reset),
        .ld_a(ld_a),
        .ld_b(ld_b),
		.ld_c(ld_c),
		.ld_x(ld_x),
        .ld_r(ld_r),
		.ld_alu_out(ld_alu_out),
        .alu_select_a(alu_select_a),
        .alu_select_b(alu_select_b),
        .alu_op(alu_op),
        .data_in(DataIn),
        .data_result(DataResult)
    );
 endmodule
module control(
    input logic clk,
    input logic reset,
    input logic go,
    output logic ld_a, ld_b, ld_r, ld_c, ld_x,
    output logic ld_alu_out,
    output logic [1:0] alu_select_a, alu_select_b,
    output logic alu_op,
    output logic result_valid
    );
    typedef enum logic [3:0]  { S_LOAD_A_RST    = 'd0,
                                S_LOAD_A        = 'd1,
                                S_LOAD_A_WAIT   = 'd2,
                                S_LOAD_B        = 'd3,
                                S_LOAD_B_WAIT   = 'd4,
								S_LOAD_C        = 'd5,
								S_LOAD_C_WAIT   = 'd6,
								S_LOAD_X        = 'd7,
								S_LOAD_X_WAIT   = 'd8,
								S_CYCLE_0       = 'd9,
                                S_CYCLE_1       = 'd10,
                                S_CYCLE_2       = 'd11,
								S_CYCLE_3       = 'd12,
								S_CYCLE_4       = 'd13} statetype;
    statetype current_state, next_state;                            
    always_comb begin
        case (current_state)
            S_LOAD_A_RST: next_state = go ? S_LOAD_A_WAIT : S_LOAD_A_RST;  
            S_LOAD_A: next_state = go ? S_LOAD_A_WAIT : S_LOAD_A;  
            S_LOAD_A_WAIT: next_state = go ? S_LOAD_A_WAIT : S_LOAD_B; 
            S_LOAD_B: next_state = go ? S_LOAD_B_WAIT : S_LOAD_B; 
            S_LOAD_B_WAIT: next_state = go ? S_LOAD_B_WAIT : S_LOAD_C; 
			S_LOAD_C: next_state = go ? S_LOAD_C_WAIT : S_LOAD_C;
			S_LOAD_C_WAIT: next_state = go ? S_LOAD_C_WAIT : S_LOAD_X; 
			S_LOAD_X: next_state = go ? S_LOAD_X_WAIT : S_LOAD_X;
			S_LOAD_X_WAIT: next_state = go ? S_LOAD_X_WAIT : S_CYCLE_0;
            S_CYCLE_0: next_state = S_CYCLE_1;
			S_CYCLE_1: next_state = S_CYCLE_2;
			S_CYCLE_2: next_state = S_CYCLE_3;
			S_CYCLE_3: next_state = S_CYCLE_4;
            S_CYCLE_4: next_state = S_LOAD_A;  
            default:   next_state = S_LOAD_A_RST;
        endcase
    end  
    always_comb begin
        ld_alu_out = 1'b0;
        ld_a = 1'b0;
        ld_b = 1'b0;
		ld_c = 1'b0;
		ld_x = 1'b0;
        ld_r = 1'b0;
        alu_select_a = 2'b0;
        alu_select_b = 2'b0;
        alu_op       = 1'b0;
        result_valid = 1'b0;
        case (current_state)
            S_LOAD_A_RST: begin
                ld_a = 1'b1;
                end
            S_LOAD_A: begin
                ld_a = 1'b1;
                result_valid = 1'b1;
                end
            S_LOAD_B: begin
                ld_b = 1'b1;
                end
            S_LOAD_C: begin
                ld_c = 1'b1;
                end
            S_LOAD_X: begin
                ld_x = 1'b1;
                end
            S_CYCLE_0: begin  
                ld_alu_out = 1'b1; 
                ld_a = 1'b1;  
                alu_select_a = 2'd0;  
                alu_select_b = 2'd3;  
                alu_op = 1'b1;  
			end
            S_CYCLE_1: begin  
                ld_alu_out = 1'b1; 
                ld_a = 1'b1;  
                alu_select_a = 2'd0;  
                alu_select_b = 2'd3;  
                alu_op = 1'b1;  
            end
            S_CYCLE_2: begin  
                ld_alu_out = 1'b1; 
                ld_b = 1'b1;  
                alu_select_a = 2'd1;  
                alu_select_b = 2'd3;  
                alu_op = 1'b1;  
            end
            S_CYCLE_3: begin
                ld_alu_out = 1'b1; 
                ld_a = 1'b1;  
                alu_select_a = 2'd0;  
                alu_select_b = 2'd1;  
                alu_op = 1'b0;  
            end
            S_CYCLE_4: begin
                ld_r = 1'b1;  
                alu_select_a = 2'd0;  
                alu_select_b = 2'd2;  
                alu_op = 1'b0;  
            end
        endcase
    end  
    always_ff@(posedge clk) begin
        if(reset)
            current_state <= S_LOAD_A_RST;
        else
            current_state <= next_state;
    end  
endmodule
module datapath(
    input logic clk,
    input logic reset,
    input logic [7:0] data_in,
    input logic ld_alu_out,
    input logic ld_a, ld_b, ld_c, ld_x,
    input logic ld_r,
    input logic alu_op,
    input logic [1:0]alu_select_a, alu_select_b,
    output logic [7:0] data_result
    );
    logic [7:0] a, b, c, x;
    logic [7:0] alu_out;
    logic [7:0] alu_a, alu_b;
    always_ff @(posedge clk) begin
        if(reset) begin
            a <= 8'b0;
            b <= 8'b0;
            c <= 8'b0;
            x <= 8'b0;
        end
        else begin
            if(ld_a) a <= ld_alu_out ? alu_out : data_in;  
            if(ld_b) b <= ld_alu_out ? alu_out : data_in; 
            if(ld_c) c <= data_in;
            if(ld_x) x <= data_in;
        end
    end
    always@(posedge clk) begin
        if(reset) begin
            data_result <= 8'b0;
        end
        else
            if(ld_r)
                data_result <= alu_out;
    end
    always_comb begin
        case (alu_select_a)
            2'd0: alu_a = a;
            2'd1: alu_a = b;
            2'd2: alu_a = c;
            2'd3: alu_a = x;
            default: alu_a = 8'b0;
        endcase
        case (alu_select_b)
            2'd0: alu_b = a;
            2'd1: alu_b = b;
            2'd2: alu_b = c;
            2'd3: alu_b = x;
            default: alu_b = 8'b0;
        endcase
    end
    always_comb begin : ALU
        case (alu_op)
            0: alu_out = alu_a + alu_b;  
            1: alu_out = alu_a * alu_b;  
            default: alu_out = 8'b0;
        endcase
    end
endmodule
```
**config.mk**
```make
export PLATFORM = sky130hd
export DESIGN_NAME = part2
export DESIGN_NICKNAME = part2
export VERILOG_FILES = /design/flow/design.v
export SDC_FILE = /design/flow/constraint.sdc
export NUM_CORES = 4
export LEC_CHECK = 1
export CORE_UTILIZATION = 40
```
**constraint.sdc**
```tcl
current_design part2

set clk_period 6.2
set clk_io_pct 0.2

create_clock -name clk0 -period $clk_period [get_ports {Clock}]

set non_clock_inputs [all_inputs -no_clocks]
set_input_delay [expr $clk_period * $clk_io_pct] -clock clk0 $non_clock_inputs
set_output_delay [expr $clk_period * $clk_io_pct] -clock clk0 [all_outputs]
```
==> ci_impl_report.md <==
### Yosys + OpenROAD results

| Metric | Value |
|---|---|
| Comb power frac | ~18% |
| Mean Syn Cell Area | 9.068 sq um |
| Sw frac | 26.40% |
| Pre-antenna DRT Iters | 4 |
| Arrival @ worst endpoint | 5.10 ns |
| Syn Std Cell Area | 3591 sq um |
| RSZ-0062 raised after global routing | no |
| Synth Instances | 396 |
| Area leader, netlist | dfxtp_1 |
| Setup TNS | 0 ns |
| Setup-failing EPs final | 0 |
| Register area | 1081 sq um |
| Clock latency on the worst-skew pair | 0.31 ns |
| Leak pwr | 1.633 nW |
| Drt initial violations | 83 |
| Core Util, Final | 45.60% |
| Net load switching power | between 0.00015 and 0.0002 W |
| Final Hold Violation Tally | 0 |
| WP data required | between 6 and 7 ns |
| Status | completed |
| Core Region | 8721 sq um |
| Crit Path Class | reg2reg |
| Post-CTS setup buffer count | 0 |
| CTS Buf Count | 5 |
| Clock power frac | 33.3% |
| Init Core Util | between 40% and 50% |
| Share of power burned in registers | 48.9% |
| Internal cell power | 0.0005453 W |
| Crit end category | flop |
| Clk sinks | 54 |
| Wire per inst | about 14 um |
| Final min period | between 4 and 5 ns |
| # hold bufs at CTS | 0 |
| Vias | 2648 |
| Most common flop cell mapped by yosys | dfxtp_1 |
| Fill cells | 830 |
| HP Class | reg2reg |
| Cell area leaders | dfxtp_1 30%, ha_1 9.4%, mux2i_1 8.6% |
| DRC | 0 |
| Power Dens Cells | ~190 nW/um^2 |
| Share of cells above drive strength 1 | roughly 7% |
| Chip Area | roughly 9400 sq um |
| Clock root buffer | clkbuf_8 |
| Initial antenna violation count | 0 |
| Peak VDD IR | 0.1083 mV |
| Number of top-level pins | 20 |
| Final slew viol count | 0 |
| Slew @ Worst Pin | 0.6768 ns |
| Vias in the first global route | 2611 |
| Clk slew on worst S/H paths | 0.09 ns |
| IO buf count | 19 |
| Tool Warnings | 28 |
| Top-area cell share | 30.10% |
| Worst setup SP type | flop |
| Ys async rst share | 0% |
| Max Cap Viol | 0 |
| Area Growth Syn to Fin | 10.73% |
| GRT Overall Usage | 17.43% |
| Post-synth EDFFs | 0 |
| Max Clock Freq | 0.2026 GHz |
| Max Root-Sink Buffers | 2 |
| Hold slack | 0.4857 ns |
| Crit-path max FO | 8 |
| Yosys stat chip area | 3591 sq um |
| Logic area | about 2300 sq um |
| Detailed Place HPWL | between 5000 and 6000 um |
| Via density | 5.142 |
| Post-synth regs | 54 |
| Antenna cells | 0 |
| Gpl congestion | 0.9838 |
| Largest net degree at the start of global routing | approximately 48 |
| Routed WL | between 7000 and 8000 um |
| CTS tree | yes |
| Worst slew margin | between 50% and 60% |
| Synth cell types | roughly 44 |
| Die Height | 96.75 um |
| CTS H-tree depth | 2 |
| Yosys Instances | 396 |
| Register area share after synthesis | ~30% |
| Die width | 96.75 um |
| Rows | 34 |
| Detail Route Antenna Nets | 0 |
| First-pass GRT wire length | between 10000 and 15000 um |
| Layout Skew | 0.01132 ns |
| Total gr overflow | 0 |
| Top cells by count | 54 x dfxtp_1, 54 x nor2_1, 41 x inv_1 |
| Fin crit share | around four fifths |
| Synth warnings | 3 |
| Post-CTS resize count | 0 |
==> cells in the final DEF (no fill, tap or decap), drive strengths merged, types with 4 or more instances in the layout <==
cell type      instances
xnor2                 12
ha                    27
mux2                   6
and2                  11
a21o                   6
clkbuf                 6
nand2b                 5
nor3                   4
mux2i                 31
a21oi                 20
dfxtp                 54
o21ai                  9
a2111oi                4
clkdlybuf4s50         19
fa                    13
nor2b                  8
nor2                  54
buf                    4
mux4                   8
inv                   42
nand2                 25
a211oi                 9
==> cell type report <==
cell class	count	share of cell area [%]
multi-input cells	281	56.95
flip-flops and latches	54	27.19
repair buffers	23	5.538
inverters	41	3.870
well taps	108	3.398
clock buffers	6	2.077
clock inverters	2	0.9755
==> logic make-up after synthesis <==
kind of cell             count (synthesis)  share of synthesized area [%]
AND/OR/NAND/NOR                        119                          15.26
AND-OR/OR-AND                           61                          10.94
buffers and inverters                   61                          6.829
flip-flops                              54                          30.10
multiplexers                            45                          15.54
adder cells (fa/ha/maj)                 40                          16.65
XOR/XNOR                                16                          4.669
==> worst max-delay path, cell delays in order, from the launching register on <==
cell	delay [ns]
dfxtp_1	0.54
mux4_2	0.61
ha_1	0.24
inv_1	0.11
fa_1	0.39
inv_1	0.07
ha_1	0.24
fa_1	0.53
inv_1	0.05
fa_1	0.53
inv_1	0.04
ha_1	0.31
a21oi_1	0.18
xnor3_1	0.33
xnor3_1	0.20
nand2_1	0.07
a31oi_1	0.25
a211oi_1	0.10
==> path summary, 6_finish.rpt <==
| kind | startpoint | cells after the start | to | slack (ns) |
|---|---|---|---|---|
| worst max-delay path | D0.alu_select_b[0] | 17 | D0.a[7] | 1.26 |
| worst min-delay path | D0.data_result[7] | 2 | D0.data_result[7] | 0.49 |
| worst max register to register | D0.alu_select_b[0] | 17 | D0.a[7] | 1.26 |
| worst min register to register | D0.data_result[7] | 2 | D0.data_result[7] | 0.49 |
==> power groups by stage <==
| stage | logic, W | clock network [W] | registers [W] |
|---|---|---|---|
| 4_1_cts | 0.000134 | 0.000257 | 0.000362 |
| 5_1_grt | 0.000151 | 0.000270 | 0.000364 |
| 6_report | 0.000132 | 0.000247 | 0.000363 |
==> metrics by stage <==
step	setup slack, ns	cells	total power (W)	area (sq um)
2_1_floorplan	1.618	396	0.0004630	3591
3_3_place_gp	1.310	507	0.0005026	3855
3_5_place_dp	1.239	507	0.0005031	3855
4_1_cts	1.236	515	0.0007536	3976
5_1_grt	0.9329	515	0.0007854	3976
6_report	1.265	515	0.0007409	3976
==> flip-flops by register name, indices dropped and copies added (netlist names) <==
signal            count
D0.a                  8
D0.b                  8
D0.c                  8
D0.data_result        8
D0.x                  8
C0.current_state      4
D0.alu_select_b       2
C0.ld_a               1
C0.ld_b               1
C0.ld_c               1
C0.ld_r               1
C0.ld_x               1
D0.alu_op             1
D0.alu_select_a       1
ResultValid           1
==> layer usage <==
| metal | wire length, um | GRT usage [%] | vias to the layer above |
|---|---|---|---|
| met2 | 3297 | 26.44 | 41 |
| met5 | 0 | 0 | - |
| met3 | 322 | 2.794 | 5 |
| li1 | - | - | 1356 |
| met1 | 3736 | 28.47 | 1246 |
| met4 | 63 | 1.263 | 0 |
Power and IR drop assume default switching activity.
